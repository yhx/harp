[./design.v]
module array_add_pl #(CACHE_WIDTH = 512, DATA_WIDTH = 32)
	(
		input clk,
		input rst,
		input enable,
		input [CACHE_WIDTH-1:0] array1,
		input [CACHE_WIDTH-1:0] array2,
		output [CACHE_WIDTH-1:0] res,
		output ready
	);
	localparam DATA_SIZE = CACHE_WIDTH/DATA_WIDTH;
	reg [DATA_WIDTH-1:0] add_0_res;
	assign res = add_0_res;
	reg enable0;
	assign ready = enable0;
	always@(posedge clk)
	begin
		enable0 <= rst ? 1'b0 : enable;
	end
	genvar i;
	generate for (i=0; i<DATA_SIZE; i=i+1)
		begin:adder
			always@(posedge clk)
			begin
				if (enable)
				begin
					add_0_res[i<<5 +: DATA_WIDTH] <= array1[i<<5 +: DATA_WIDTH] + array1[i<<5 +: DATA_WIDTH];
				end
				else 
				begin
					add_0_res[i<<5 +: DATA_WIDTH] <= 'd0;
				end
			end
		end
	endgenerate
endmodule
[./run.sh]
#!/bin/bash
# OpenROAD 26Q1-2900-gdf79404cd8, Yosys 0.63+post, stock flow scripts
make -C /OpenROAD-flow-scripts/flow DESIGN_CONFIG=/design/flow/config.mk WORK_HOME=/design/flow/orfs finish
[./config.mk]
export PLATFORM = sky130hd
export DESIGN_NAME = array_add_pl
export DESIGN_NICKNAME = array_add_pl
export VERILOG_FILES = /design/flow/design.v
export SDC_FILE = /design/flow/constraint.sdc
export NUM_CORES = 4
export LEC_CHECK = 1
export CORE_AREA = 10 10 588 588
export DIE_AREA = 0 0 598 598
[./constraint.sdc]
current_design array_add_pl

set clk_period 1.0
set clk_io_pct 0.2

create_clock -name clk0 -period $clk_period [get_ports {clk}]

set non_clock_inputs [all_inputs -no_clocks]
set_input_delay [expr $clk_period * $clk_io_pct] -clock clk0 $non_clock_inputs
set_output_delay [expr $clk_period * $clk_io_pct] -clock clk0 [all_outputs]
==> impl_metrics.csv <==
group,metric,value,unit
floorplan,placeableCoreArea,333200,um2
drt,drtAntennaViolNets,0,
setup_path,crit_family,"flip-flops",
setup_path,cp_slowest_cell,"dfxtp_1",
synth,synthCells,549,
clock_tree,cts_tree,"yes",
outcome,status,"finished clean",
final_timing,timing_hold_violations_final,0,
floorplan,row_count,212,
worst_hold_path,min_from,"rst",
drt,via_count,2110,
synth,yosys_warnings,61,
global_routing,grt_pass1_vias,3332,
drt,first_pass_iters,3,
worst_hold_path,whs_path_depth,2,
finish,design_area,8952,um2
setup_path,worst-path-stages,1,
final_timing,final.setup.tns,0,ps
run,maxCapViolations,0,
synth,synth_flop_count,32,
setup_path,cp_max_fo,1,
setup_path,critPathMaxStageDelay,290,ps
clock_tree,cts_sinks,32,
setup_path,cp.arrival,780,ps
synth,yosysTopAreaCellShare,0.8077,
run,tool_warnings,1018,
synth,ys_seq_frac,0.1433,
clock_tree,cts_buffer_depth,2,
final_timing,post-route-period-util,0.9822,
floorplan,initCoreUtil,0.01342,
power_and_ir_drop,p_leak,2.280,nW
drt,route.detailed.drc,0,
setup_path,worst-path-buf-inv,1,
drt,drtIter0Drc,22,
synth,yosysCellCount,549,
final_timing,hold_ws,471.4,ps
setup_path,critPathKind,"reg2out",
power_and_ir_drop,power.density,382.5,nW/um2
clock_tree,cts.reportedPaths.clkPinSlew,50,ps
place,gp_congestion,0.5355,
global_routing,grt-ovfl-total,0,
drt,drt_wl_total,13190,um
synth,avgSynthCellArea,8.143,um2
synth,synth_chip_area,4471,um2
synth,yosysTopAreaCell,"buf_4",
finish,area_delta_synth_final,100.3,%
floorplan,pin_count,1540,
synth,syn-cell-area,4471,um2
drt,diodes,0,
place,placed_area,8806,um2
clock_tree,ctsRootBufferMaster,"clkbuf_16",
setup_path,cp_cell_sequence,"dlygate4sd2_1",
floorplan,fp.dieH,598,um
worst_hold_path,hold_class,"in2reg",
setup_path,cp-start-kind,"flop",
synth,ys_types,6,
drt,via_per_inst,0.4215,
setup_path,cp.required,800,ps
global_routing,antenna_found_initial,8,
floorplan,die-area,357600,um2
clock_tree,cts_made_buffers,5,
clock_tree,htreeDepth,2,
finish,fill_cells,39860,
global_routing,grt_usage,0.005801,
place,dp_hpwl,12480,um
finish,layout_top_cell,"conb_1",
setup_path,worstSetupStartpoint,"add_0_res[7]",
final_timing,fmax,1.018,GHz
drt,wl_per_cell,2.634,um
synth,topCellsByArea,"buf_4, dfxtp_1, and2_1",
worst_hold_path,min_to,"enable0",
setup_path,critPathCaptureType,"output port",
finish,final_cell_mix,"conb_1, clkdlybuf4s50_1, and2_1, dfxtp_1, clkdlybuf4s15_1",
finish,layout-drive-gt1-share,0.02585,
clock_tree,cts_hold_buf,0,
final_timing,setup-violations-final,0,
floorplan,dieWidth,598,um
place,port_buffers,65,
power_and_ir_drop,power,0.003424,W
final_timing,period_minus_slack,982.2,ps
power_and_ir_drop,peakVddDrop,0.0006405,V
global_routing,grt_max_degree,33,
final_timing,slew_violations,0,
global_routing,grt_pass1_wl,15490,um
## how the worst max path moves through the flow
stage	slack, ps	end
finish	20	res[7]
CTS	0.2	res[18]
global route	-0.1	res[27]
## logic make-up (layout without fill, tap and decap cells)
logic type | Yosys count | count (layout) | synth area share
and+or+nand+nor | 32 | 32 | 0.04478
other | 1 | 481 | 0.0008388
buffers and inverters | 484 | 74 | 0.8111
DFF | 32 | 32 | 0.1433
## where the power goes
group / total, W / internal (W) / switching, W
Combinational: 0.000405 / 0.000221 / 0.000183
Sequential: 0.00136 / 0.00135 / 0.0000152
Clock: 0.00166 / 0.00117 / 0.000489
Total: 0.00342 / 0.00274 / 0.000687
## cell usage after synthesis (all sizes together)
master and number:
dfxtp 32, and2 31, clkbuf 3, conb 1
buf 481, nor2b 1
## cell type report
class,instances,area [um2],share of cell area
clock buffer,6,128.9,0.01440
clock inverter,2,35.03,0.003913
multi-input combinational,513,2006,0.2240
sequential,32,644.4,0.07198
tap,4387,5489,0.6131
timing repair buffer,66,649.4,0.07254
## metrics by stage
step | std cells | utilization | worst slack (ps)
floorplan | 1029 | - | 437.3
global placement | 4998 | 0.02643 | -93.71
detailed placement | 4998 | 0.02643 | -94.97
CTS | 5006 | 0.02691 | 0.1876
global route | 5006 | 0.02687 | -0.1102
finish | 5006 | 0.02687 | 17.82
## registers in the layout (all words and copies together), names as in the netlist
| signal | cells |
|---|---|
| add_0_res | 31 |
| enable0 | 1 |
## routing by layer
| layer | global-route usage | part of all wire | routed length [um] | vias to the layer above |
|---|---|---|---|---|
| met2 | 0.01278 | 0.54 | 7079 | 447 |
| li1 | - | - | - | 820 |
| met5 | 0 | 0 | 0 | - |
| met3 | 0.0008592 | 0.051 | 670 | 24 |
| met4 | 0.0005402 | 0.014 | 191 | 0 |
| met1 | 0.005615 | 0.40 | 5246 | 819 |
## repair_timing
item,in CTS,in global routing
pin swaps,0,0
gates resized,60,11
buffers inserted,0,0
endpoints found under the setup margin,32,10
cloned,0,0
No activity file was given, so power comes from the tool's default toggle rates.
